File: /design/flow/run.sh
#!/bin/bash
# OpenROAD 26Q1-2900-gdf79404cd8, Yosys 0.63+post, stock flow scripts
make -C /OpenROAD-flow-scripts/flow DESIGN_CONFIG=/design/flow/config.mk WORK_HOME=/design/flow/orfs finish
File: /design/flow/design.v
`timescale 1ns/1ps
module cont_8bit_adder(sum,cout,a,b,cin);
    input [7:0] a,b;
    input cin;
    output [7:0] sum;
    output cout;
    assign {cout,sum} = a+b+cin;
endmodule
File: /design/flow/constraint.sdc
current_design cont_8bit_adder

set clk_period 5.8
set clk_io_pct 0.2

create_clock -name clk0 -period $clk_period

set non_clock_inputs [all_inputs -no_clocks]
set_input_delay [expr $clk_period * $clk_io_pct] -clock clk0 $non_clock_inputs
set_output_delay [expr $clk_period * $clk_io_pct] -clock clk0 [all_outputs]
File: /design/flow/config.mk
export PLATFORM = sky130hd
export DESIGN_NAME = cont_8bit_adder
export DESIGN_NICKNAME = cont_8bit_adder
export VERILOG_FILES = /design/flow/design.v
export SDC_FILE = /design/flow/constraint.sdc
export NUM_CORES = 4
export LEC_CHECK = 1
export CORE_AREA = 10 10 70 70
export DIE_AREA = 0 0 80 80
==> job_summary.md <==
### Metrics collected by this job

| Metric | Value |
|---|---|
| # clk buffers | `0` |
| Area growth from synthesis to layout | `95.8%` |
| IO Count | `26` |
| Outcome | `complete, no violations` |
| Crit path cell chain | `clkdlybuf4s50_1 > fa_1 > fa_1 > a21oi_1 > nor2_1 > nor2_1 > xnor2_1 > clkdlybuf4s50_1` |
| Slew Viols, Final | `0` |
| Die area | `roughly 0.0064 sq mm` |
| Post-route core utilization | `a little under a fifth` |
| Die height | `about 80 um` |
| Tool warnings | `32` |
| Register Area | `0 sq um` |
| Vias/cell | `between 3 and 4` |
| Vias in the first global route | `roughly 400` |
| CP Capture Type | `output pin` |
| Row count | `21` |
| Worst relative slew slack | `between 70 and 80%` |
| RSZ-0062 raised after global routing | `no` |
| Die X-Extent | `approximately 80 um` |
| Crit path DAT | `~3.5 ns` |
| Tcrit/Tclk final | `approximately four fifths` |
| Hold_buf cts | `0` |
| Final min period | `about 4.7 ns` |
| Worst Slack Setup Final | `~1.1 ns` |
| GRT Total Usage | `3.35%` |
| Yosys chip area | `~330 sq um` |
| Maximum vdd drop | `~0.037 mV` |
| Worst Hold Depth | `3` |
| Average size of a mapped cell | `7.89 sq um` |
| GPL Wtd Cong | `roughly 0.8` |
| Grt ovf | `0` |
| Maximum fanout along the worst path | `2` |
| Largest net degree at the start of global routing | `7` |
| Crit path kind | `primary input to output pin` |
| Post-Syn Instances | `around 42` |
| N_diodes | `0` |
| Required time worst endpoint | `~4.6 ns` |
| Layout cell share with drive strength beyond 1 | `around 1.5%` |
| Hold Crit Class | `primary input to output pin` |
| Filler instances | `around 390` |
| Slowest stage cell on the critical path | `clkdlybuf4s50_1` |
| Detailed Routing Iterations Pass 1 | `2` |
| Number of cells in Yosys stat | `42` |
| IO Port Bufs | `26` |
| Total Wirelength | `between 1 and 1.5 mm` |
| Vias | `slightly below 400` |
| Post-CTS setup buffers | `0` |
| Flop count | `0` |
| Antenna Violating Nets Remaining | `0` |
| Max Fclk | `0.214 GHz` |
| Wirelength per Cell | `9.50 um` |
| Post-synth seq share | `0%` |
| Final Hold Viols | `0` |
| Post-place setup slack | `1.10 ns` |
| Worst Max-Slew Pin Slew | `0.345 ns` |
| Yosys warning tally | `0` |
| Commonest Layout Cell | `clkdlybuf4s50_1` |
| Dominant logic cell types in the final layout | `clkdlybuf4s50_1 (26), ha_1 (7), a21oi_1 (5)` |
| # DRC | `0` |
| DR iter-0 viols | `2` |
| Core area | `~0.0034 sq mm` |
| Total of max-cap violations | `0` |
| Sum Neg Setup Slack | `0 ns` |
| Initial Util | `a little under 10%` |
| Static leakage | `around 0.26 nW` |
| Final setup viols | `0` |
| First-pass GRT wire length | `1.80 mm` |
| Synthesized area | `332 sq um` |
| CP Launch Type | `primary input` |
| DP HPWL | `about 1 mm` |
| Yosys cell types | `20` |
| Max stage delay on crit path | `approximately 0.49 ns` |
| Antenna violations before repair | `0` |
| PD cells | `around 100 mW/mm^2` |
| Cts repair resizes | `0` |
-- area by class of cell --
type | instances | area (sq um) | area share [%]
multi-input cells | 39 | 320 | 49.3
repair buffers | 26 | 260 | 40.1
well taps | 46 | 57.6 | 8.86
inverters | 3 | 11.3 | 1.73
-- final timing paths --
check / end / startpoint / slack, ns
hold / removal: sum[0] / cin / 3.40
setup / recovery: sum[6] / a[0] / 1.12
-- power breakdown --
group,switching (mW),internal [mW]
logic,0.0226,0.0444
registers,0,0
clock network,0,0
total,0.0226,0.0444
-- kinds of logic after synthesis --
family / count (synthesis) / share of synthesized area [%]
fa+ha+maj: 9 / 38.5
xor+xnor: 4 / 10.6
compound gates: 13 / 27.2
simple gates: 12 / 17.4
mux: 1 / 3.02
buf+inv: 3 / 3.40
-- Yosys cell counts (all sizes together) --
cell type / instances / share of area (%)
nor2b: 2 / 3.8
a311o: 2 / 6.0
a2111oi: 1 / 2.6
o21bai: 1 / 2.3
nor4: 1 / 1.9
nand2: 3 / 3.4
fa: 2 / 12
a221oi: 1 / 2.6
a21oi: 5 / 7.5
inv: 3 / 3.4
nor3: 2 / 3.0
xnor2: 2 / 5.3
xor2: 2 / 5.3
nor2: 2 / 2.3
ha: 7 / 26
nand3: 2 / 3.0
a21o: 2 / 4.5
o21ai: 1 / 1.5
mux2i: 1 / 3.0
-- metrics by stage --
stage	hold slack, ns	power (mW)	cell area, sq um	cells
floorplan	2.42	0.0265	332	42
global placement	3.41	0.0677	649	114
detailed placement	3.41	0.0679	649	114
CTS	3.41	0.0687	649	114
global route	3.45	0.0756	649	114
finish	3.40	0.0670	649	114
-- worst max-delay path, delay by kind of cell --
kind / cells / cell delay (ns)
AOI/OAI and AO/OA: 1 / 0.20
xor gates and xnor gates: 1 / 0.14
adders and majority gates: 2 / 0.87
buffers and inverters: 2 / 0.92
and+or+nand+nor: 2 / 0.22
-- routing by layer --
layer / GRT usage (%) / wire, um
met5: 0 / 0
met4: 0 / 0
met3: 1.02 / 134
met2: 4.74 / 364
met1: 5.10 / 583
No activity file was given, so power comes from the tool's default toggle rates.
