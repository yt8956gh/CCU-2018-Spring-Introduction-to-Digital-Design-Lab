==> flow/run.sh <==
#!/bin/bash
# OpenROAD 26Q1-2900-gdf79404cd8, Yosys 0.63+post, stock flow scripts
make -C /OpenROAD-flow-scripts/flow DESIGN_CONFIG=/design/flow/config.mk WORK_HOME=/design/flow/orfs finish
==> flow/config.mk <==
export PLATFORM = sky130hd
export DESIGN_NAME = CLA_4bit
export DESIGN_NICKNAME = CLA_4bit
export VERILOG_FILES = /design/flow/design.v
export SDC_FILE = /design/flow/constraint.sdc
export NUM_CORES = 4
export LEC_CHECK = 1
export CORE_AREA = 10 10 70 70
export DIE_AREA = 0 0 80 80
==> flow/constraint.sdc <==
current_design CLA_4bit

set clk_period 2.8
set clk_io_pct 0.2

create_clock -name clk0 -period $clk_period

set non_clock_inputs [all_inputs -no_clocks]
set_input_delay [expr $clk_period * $clk_io_pct] -clock clk0 $non_clock_inputs
set_output_delay [expr $clk_period * $clk_io_pct] -clock clk0 [all_outputs]
==> flow/design.v <==
module CLA_4bit( a, b, cin, sum, cout);  
	input [3:0] a, b;  
	input cin;
	output [3:0] sum;  
	output cout;
	wire [3:0] g, p;  
	wire [4:0] c; 
	pg_generator cla4_pg(a, b, p, g); 
	carry_generator c_generator( p, g, cin, {cout, c[3:1]}); 
	sum_generator sum1(a, b, cin, c[3:1], sum); 
endmodule 
module pg_generator(a, b, p, g ); 
     input [3:0] a, b;
	 output [3:0] p, g;
	assign p = a | b ;  
	assign g = a & b ;  
endmodule
module carry_generator( p , g , cin , c );
	input [3:0] p, g;
	input cin;
	output [4:1] c;
	assign c[1] = g[0] | (p[0] & cin);  
	assign c[2] = g[1] | (p[1] & g[0]) | (p[1] & p[0] & cin); 
	assign c[3] = g[2] | (p[2] & g[1]) | (p[2] & p[1] & g[0]) | (p[2] & p[1] & p[0] & cin);
	assign c[4] = g[3] | (p[3] & g[2]) | (p[3] & p[2] & g[1]) | (p[3] & p[2] & p[1] & g[0]) | (p[3] & p[2] & p[1] & p[0] & cin);
endmodule
module sum_generator(a, b, cin, c, sum);
    input [3:0] a, b;
	input cin;
	input [3:1] c;
	output [3:0] sum;
	assign sum = a ^ b ^ {c, cin} ;  
endmodule
==> changes_impl.md <==
### Metrics

* Finished Cell Area at 572 um2
* Vias in the first global route at 280
* Yosys Chip Area at 277 um2
* Fill count at 398
* CP Data Required Time at 2.24 ns
* CTS hold repair buffers at 0
* Final setup viols at 0
* Drt pass-1 iters at 3
* Grt total ovfl at 0
* Post-route ant nets at 0
* Pre-CTS WS at -0.320 ns
* Core area at 3420 um2
* Synth warn at 0
* HP Class: in -> out
* Tool Warnings at 39
* Placer Congestion at 0.726
* Highest Clock Rate at 368 MHz
* Synthesized instance count at 38
* Outcome: finished, final reports clean
* Drt drc at 0
* Crit end category: primary output
* Dpl cells at 106
* Antenna Cells at 0
* WS Path Type: in -> out
* Critical-path cell list: clkdlybuf4s50_1 > buf_4 > ha_2 > inv_1 > a311o_1 > a211oi_2 > clkdlybuf4s15_1
* Top Layout Cells: 11 x inv_1, 8 x clkdlybuf4s50_1, 8 x buf_4, 7 x ha_1, 4 x dlygate4sd2_1
* Gr usage total at 2.36%
* Drt wl/cell at 7.50 um
* Max-slew violation count at 0
* Yosys cell count at 38
* Layout sequential cell count at 0
* Hold depth at 6
* Number of max-cap violations at 0
* Vias per inst at 2.76
* Port bufs at 14
* Peak VDD IR at 22.6 uV
* Postcts setup bufs at 0
* Tcrit/Tclk final at 97.1%
* Layout area overhead at 107%
* Pre-Place Util at 8.10%
* Post-synth seq share at 0%
* Crit-path slowest cell: clkdlybuf4s50_1
* Share of cells above drive strength 1 at 26.7%
* Reg area at 0 um2
* Fin crit period at 2.72 ns
* Hold worst-path end: sum[1]
* Most numerous logic cell after layout: inv_1
* Die area at 6400 um2
* Die Wd at 80 um
* P_leak at 0.282 nW
* DPL Wire Length at 711 um
* Worst-Margin Slew at 0.284 ns
* Initial antenna violation count at 0
* Crit path arrival time at 2.16 ns
* Final Hold Viols at 0
* CP startpoint kind: input port
* Layout clock buffers at 0
* DRT iter0 DRCs at 4
* Rows at 21
* Max incr delay on CP at 0.48 ns
* Avg Cell Area, Syn at 7.28 um2
* Hold_ws at 1.89 ns
* Hold Path Origin: b[0]
* Synthesized cell area at 277 um2
* Layout Cells excl Fill at 106
* Largest net degree at the start of global routing at 4
* First-pass GRT wire length at 1230 um
* Worst rel slew slack at 80.9%
* Post-DP Area at 534 um2
* Pwr dens at 143 nW/um2
* WL final at 795 um
* Post-synth cell types at 14
* Die Span Y at 80 um
* Crit-path max FO at 3
* Vias at 293
* Boundary pin count at 14
* Worst setup margin at 0.0812 ns
## cell families after synthesis
logic type,share of synthesized area (%)
AND-OR/OR-AND,15.8
AND/OR/NAND/NOR,12.2
adder cells (fa/ha/maj),48.0
XOR/XNOR,6.34
buffers and inverters,17.6
## cells in the mapped netlist
| library cell | instances | area [um2] |
|---|---|---|
| a2111oi_0 | 1 | 8.76 |
| nor2_1 | 3 | 11.3 |
| o31ai_1 | 1 | 7.51 |
| a311o_1 | 1 | 10.0 |
| nor2b_1 | 2 | 12.5 |
| a211oi_1 | 1 | 7.51 |
| nand2_1 | 1 | 3.75 |
| a21oi_1 | 2 | 10.0 |
| inv_1 | 13 | 48.8 |
| xnor2_1 | 1 | 8.76 |
| ha_1 | 9 | 113 |
| nand2b_1 | 1 | 6.26 |
| xor2_1 | 1 | 8.76 |
| fa_1 | 1 | 20.0 |
## timing repair
item | CTS | global route
resized | 9 | 8
gates cloned | 0 | 0
pin swaps | 2 | 2
hold endpoints to repair | 0 | 0
setup endpoints to repair | 4 | 3
## cell type report
class / instances / area [um2] / area share, %
inverter: 13 / 48.8 / 8.53
multi-input combinational: 25 / 268 / 46.8
tap: 46 / 57.6 / 10.1
timing repair buffer: 22 / 198 / 34.6
## per-layer routing
| metal | vias up | GRT usage (%) | share of wire, % |
|---|---|---|---|
| met3 | 0 | 1.02 | 8.7 |
| met5 | - | 0 | 0 |
| li1 | 162 | - | - |
| met1 | 127 | 2.51 | 35 |
| met4 | 0 | 0 | 0 |
| met2 | 4 | 4.41 | 56 |
## through the flow
step	utilization [%]	total power, mW	TNS [ns]
CTS	15.8	0.0762	-0.00208
detailed placement	15.6	0.0800	-0.765
global route	16.7	0.0944	-0.0316
global placement	15.6	0.0799	-0.753
floorplan	-	0.0268	0
finish	16.7	0.0816	0
## worst max path at each step
| stage | startpoint | to | slack, ns | cells after the start |
|---|---|---|---|---|
| CTS | a[1] | sum[3] | -0.002 | 7 |
| global route | a[1] | sum[3] | -0.03 | 7 |
| finish | a[1] | sum[3] | 0.08 | 7 |
## critical path, delay by kind of cell
kind                     cells  cell delay (ns)
AND-OR/OR-AND                2             0.58
buffers and inverters        4             0.86
adder cells (fa/ha/maj)      1             0.18
## report_power, final
part | total, mW | leakage [nW] | internal (mW) | switching [mW]
Sequential | 0 | 0 | 0 | 0
Combinational | 0.0816 | 0.282 | 0.0507 | 0.0309
Clock | 0 | 0 | 0 | 0
Total | 0.0816 | 0.282 | 0.0507 | 0.0309
Power and IR drop assume default switching activity.
